## ./run.sh

```bash
#!/bin/bash
# OpenROAD 26Q1-2900-gdf79404cd8, Yosys 0.63+post, stock flow scripts
make -C /OpenROAD-flow-scripts/flow DESIGN_CONFIG=/design/flow/config.mk WORK_HOME=/design/flow/orfs finish
```

## ./config.mk

```make
export PLATFORM = sky130hd
export DESIGN_NAME = alu
export DESIGN_NICKNAME = alu
export VERILOG_FILES = /design/flow/design.v
export SDC_FILE = /design/flow/constraint.sdc
export NUM_CORES = 4
export LEC_CHECK = 1
export CORE_UTILIZATION = 30
```

## ./constraint.sdc

```tcl
current_design alu

set clk_period 6.8
set clk_io_pct 0.2

create_clock -name clk0 -period $clk_period [get_ports {CLK}]

set non_clock_inputs [all_inputs -no_clocks]
set_input_delay [expr $clk_period * $clk_io_pct] -clock clk0 $non_clock_inputs
set_output_delay [expr $clk_period * $clk_io_pct] -clock clk0 [all_outputs]
```

## ./design.v

```verilog
`timescale 1ns / 1ps
module alu( RST, CLK, ENA, RGA, RGB, RGZ, KEY, OPT);
	input RST, CLK, ENA;
	input [3:0]OPT;
	input [7:0]RGA,RGB;
	input [1:0]KEY;
	output [7:0]RGZ;
	wire [7:0]A,B,RGZ;
	alu_min aluj(RST, CLK, ENA, RGA, RGB, A, KEY, OPT);
	protection prot(RST, CLK, ENA, RGA, RGB, B, KEY);
	bridge jembatan(A, B, RGZ);
endmodule
`timescale 1ns / 1ps
module alu_min( RST, CLK, ENA, RGA, RGB, RGZ, KEY, OPT);
	input RST, CLK, ENA;
	input [3:0]OPT;
	input [7:0]RGA,RGB;
	output [7:0]RGZ;
	input [1:0]KEY;
	reg [7:0]RGZ;
	always@(posedge CLK)begin
		if(RST) RGZ = 0;
		else begin
		case(OPT)
			8'b00000001: RGZ = 0; 
			8'b00000010: RGZ = RGA + RGB;
			8'b00000011: RGZ = RGA - RGB;
			8'b00000011: RGZ = RGA^RGB;
			8'b00000100: RGZ = RGA&RGB;
			8'b00000101: RGZ = RGA|RGB;
			8'b00000110: RGZ = RGA&&RGB;
			8'b00000111: RGZ = RGA||RGB;
			8'b00001000: RGZ = RGA+1;
			8'b00001001: RGZ = RGA-1;
			8'b00001010: RGZ = RGA<<1;
			8'b00001011: RGZ = RGA>>1;
			8'b00001100: RGZ = !RGA;
			8'b00001101: RGZ = ~RGA;
			8'b00001110: RGZ = RGA+RGA;
			8'b00001111: RGZ = RGA-RGA;
			8'b00010000: RGZ = RGB+RGZ;
			8'b00010001: RGZ = RGB-RGZ;
			8'b00010011: RGZ = RGB^RGZ;
			8'b00010100: RGZ = RGB&RGZ;
			8'b00010101: RGZ = RGB|RGZ;
			8'b00010110: RGZ = RGB&&RGZ;
			8'b00010111: RGZ = RGB||RGZ;
			8'b00111000: RGZ = RGZ+1;
			8'b00111001: RGZ = RGZ-1;
			8'b00111010: RGZ = RGZ<<1;
			8'b00111011: RGZ = RGZ>>1;
			8'b00111100: RGZ = !RGZ;
			8'b00111101: RGZ = ~RGZ;
			8'b00111110: RGZ = RGB+RGZ;
			8'b00111111: RGZ = RGB-RGZ;
			8'b00100000: RGZ = RGA+RGB;
			8'b00100001: RGZ = RGA-RGB;
			8'b00100011: RGZ = RGA^RGB;
			8'b00100100: RGZ = RGA&RGB;
			8'b00100101: RGZ = RGA|RGB;
			8'b00100110: RGZ = RGA&&RGB;
			8'b00100111: RGZ = RGA||RGB;
			8'b00101000: RGZ = RGA+1;
			8'b00101001: RGZ = RGA-1;
			8'b00101010: RGZ = RGA<<1;
			8'b00101011: RGZ = RGA>>1;
			8'b00101100: RGZ = !RGA;
			8'b00101101: RGZ = ~RGA;
			8'b00101110: RGZ = RGA+RGA;
			8'b00101111: RGZ = RGA-RGA;
			8'b00110000: RGZ = RGZ+RGA;
			8'b00110001: RGZ = RGZ-RGA;
			8'b00111000: RGZ = RGZ+1;
			8'b00111001: RGZ = RGZ-1;
			8'b00111010: RGZ = RGZ<<1;
			8'b00111011: RGZ = RGZ>>1;
			8'b00111100: RGZ = !RGZ;
			8'b00111101: RGZ = ~RGZ;
			8'b00111110: RGZ = RGZ+RGB;
			8'b00111111: RGZ = RGZ-RGB;
			8'b01000000: RGZ=RGA+RGB;
			8'b01000001: RGZ=RGA-RGB;
			8'b01000010: RGZ=RGB-1;
			8'b01000100: RGZ=RGA&&RGB;
			8'b01000101: RGZ=RGA||RGB;
			8'b01000110: RGZ=!RGA;
			8'b01000111: RGZ=~RGA;
			8'b01001000: RGZ=RGA&RGB;
			8'b01001001: RGZ=RGA|RGB;
			8'b01001010: RGZ=RGA^RGB;
			8'b01001011: RGZ=RGA<<1;
			8'b01001100: RGZ=RGA>>1;
			8'b01001101: RGZ=RGA+1;
			8'b01001110: RGZ=RGA-1;
			8'b01001111: RGZ=RGA-1;
			8'b01010000: RGZ=RGA+RGB;
			8'b01010001: RGZ=RGA-RGB;
			8'b01010010: RGZ=RGB-1;
			8'b01010011: RGZ=RGA*RGB;
			8'b01010100: RGZ=RGA&&RGB;
			8'b01010101: RGZ=RGA||RGB;
			8'b01010110: RGZ=!RGA;
			8'b01010111: RGZ=~RGA;
			8'b01011000: RGZ=RGA&RGB;
			8'b01011001: RGZ=RGA|RGB;
			8'b01011010: RGZ=RGA^RGB;
			8'b01011011: RGZ=RGA<<1;
			8'b01011100: RGZ=RGA>>1;
			8'b01011101: RGZ=RGA+1;
			8'b01011110: RGZ=RGA-1;
			8'b01011111: RGZ=RGA-1;
			8'b01100000: RGZ=RGA+RGB;
			8'b01100001: RGZ=RGA-RGB;
			8'b01100010: RGZ=RGB-1;
			8'b01100100: RGZ=RGA&&RGB;
			8'b01100101: RGZ=RGA||RGB;
			8'b01100110: RGZ=!RGA;
			8'b01100111: RGZ=~RGA;
			8'b01101000: RGZ=RGA&RGB;
			8'b01101001: RGZ=RGA|RGB;
			8'b01101010: RGZ=RGA^RGB;
			8'b01101011: RGZ=RGA<<1;
			8'b01101100: RGZ=RGA>>1;
			8'b01101101: RGZ=RGA+1;
			8'b01101110: RGZ=RGA-1;
			8'b01101111: RGZ=RGA-1;
			8'b01110000: RGZ=RGA+RGB;
			8'b01110001: RGZ=RGA-RGB;
			8'b01110010: RGZ=RGB-1;
			8'b01110011: RGZ=RGA*RGB;
			8'b01110100: RGZ=RGA&&RGB;
			8'b01110101: RGZ=RGA||RGB;
			8'b01110110: RGZ=!RGA;
			8'b01110111: RGZ=~RGA;
			8'b01111000: RGZ=RGA&RGB;
			8'b01111001: RGZ=RGA|RGB;
			8'b01111010: RGZ=RGA^RGB;
			8'b01111011: RGZ=RGA<<1;
			8'b01111100: RGZ=RGA>>1;
			8'b01111101: RGZ=RGA+1;
			8'b01111110: RGZ=RGA-1;
			8'b01111111: RGZ=RGA-1;
			8'b10000000: RGZ=RGA+RGB;
			8'b10000001: RGZ=RGA-RGB;
			8'b10000010: RGZ=RGB-1;
			8'b10000100: RGZ=RGA&&RGB;
			8'b10000101: RGZ=RGA||RGB;
			8'b10000110: RGZ=!RGA;
			8'b10000111: RGZ=~RGA;
			8'b10001000: RGZ=RGA&RGB;
			8'b10001001: RGZ=RGA|RGB;
			8'b10001010: RGZ=RGA^RGB;
			8'b10001011: RGZ=RGA<<1;
			8'b10001100: RGZ=RGA>>1;
			8'b10001101: RGZ=RGA+1;
			8'b10001110: RGZ=RGA-1;
			8'b10001111: RGZ=RGA-1;
			8'b10010000: RGZ=RGA+RGB;
			8'b10010001: RGZ=RGA-RGB;
			8'b10010010: RGZ=RGB-1;
			8'b10010100: RGZ=RGA&&RGB;
			8'b10010101: RGZ=RGA||RGB;
			8'b10010110: RGZ=!RGA;
			8'b10010111: RGZ=~RGA;
			8'b10011000: RGZ=RGA&RGB;
			8'b10011001: RGZ=RGA|RGB;
			8'b10011010: RGZ=RGA^RGB;
			8'b10011011: RGZ=RGA<<1;
			8'b10011100: RGZ=RGA>>1;
			8'b10011101: RGZ=RGA+1;
			8'b10011110: RGZ=RGA-1;
			8'b10011111: RGZ=RGA-1;
			8'b10100000: RGZ=RGA+RGB;
			8'b10100001: RGZ=RGA-RGB;
			8'b10100010: RGZ=RGB-1;
			8'b10100011: RGZ=RGA*RGB;
			8'b10100100: RGZ=RGA&&RGB;
			8'b10100101: RGZ=RGA||RGB;
			8'b10100110: RGZ=!RGA;
			8'b10100111: RGZ=~RGA;
			8'b10101000: RGZ=RGA&RGB;
			8'b10101001: RGZ=RGA|RGB;
			8'b10101010: RGZ=RGA^RGB;
			8'b10101011: RGZ=RGA<<1;
			8'b10101100: RGZ=RGA>>1;
			8'b10101101: RGZ=RGA+1;
			8'b10101110: RGZ=RGA-1;
			8'b10101111: RGZ=RGA-1;
			8'b10110000: RGZ=RGA+RGB;
			8'b10110001: RGZ=RGA-RGB;
			8'b10110010: RGZ=RGB-1;
			8'b10110011: RGZ=RGA*RGB;
			8'b10110100: RGZ=RGA&&RGB;
			8'b10110101: RGZ=RGA||RGB;
			8'b10110110: RGZ=!RGA;
			8'b10110111: RGZ=~RGA;
			8'b10111000: RGZ=RGA&RGB;
			8'b10111001: RGZ=RGA|RGB;
			8'b10111010: RGZ=RGA^RGB;
			8'b10111011: RGZ=RGA<<1;
			8'b10111100: RGZ=RGA>>1;
			8'b10111101: RGZ=RGA+1;
			8'b10111110: RGZ=RGA-1;
			8'b10111111: RGZ=RGA-1;
			8'b11000000: RGZ=RGA+RGB;
			8'b11000001: RGZ=RGA-RGB;
			8'b11000010: RGZ=RGB-1;
			8'b11000011: RGZ=RGA*RGB;
			8'b11000100: RGZ=RGA&&RGB;
			8'b11000101: RGZ=RGA||RGB;
			8'b11000110: RGZ=!RGA;
			8'b11000111: RGZ=~RGA;
			8'b11001000: RGZ=RGA&RGB;
			8'b11001001: RGZ=RGA|RGB;
			8'b11001010: RGZ=RGA^RGB;
			8'b11001011: RGZ=RGA<<1;
			8'b11001100: RGZ=RGA>>1;
			8'b11001101: RGZ=RGA+1;
			8'b11001110: RGZ=RGA-1;
			8'b11001111: RGZ=RGA-1;
			8'b11010000: RGZ=RGA+RGB;
			8'b11010001: RGZ=RGA-RGB;
			8'b11010010: RGZ=RGB-1;
			8'b11010011: RGZ=RGA*RGB;
			8'b11010100: RGZ=RGA&&RGB;
			8'b11010101: RGZ=RGA||RGB;
			8'b11010110: RGZ=!RGA;
			8'b11010111: RGZ=~RGA;
			8'b11011000: RGZ=RGA&RGB;
			8'b11011001: RGZ=RGA|RGB;
			8'b11011010: RGZ=RGA^RGB;
			8'b11011011: RGZ=RGA<<1;
			8'b11011100: RGZ=RGA>>1;
			8'b11011101: RGZ=RGA+1;
			8'b11011110: RGZ=RGA-1;
			8'b11011111: RGZ=RGA-1;
			8'b11100000: RGZ=RGA+RGB;
			8'b11100001: RGZ=RGA-RGB;
			8'b11100010: RGZ=RGB-1;
			8'b11100011: RGZ=RGA*RGB;
			8'b11100100: RGZ=RGA&&RGB;
			8'b11100101: RGZ=RGA||RGB;
			8'b11100110: RGZ=!RGA;
			8'b11100111: RGZ=~RGA;
			8'b11101000: RGZ=RGA&RGB;
			8'b11101001: RGZ=RGA|RGB;
			8'b11101010: RGZ=RGA^RGB;
			8'b11101011: RGZ=RGA<<1;
			8'b11101100: RGZ=RGA>>1;
			8'b11101101: RGZ=RGA+1;
			8'b11101110: RGZ=RGA-1;
			8'b11101111: RGZ=RGA-1;
			8'b11110000: RGZ=RGA+RGB;
			8'b11110001: RGZ=RGA-RGB;
			8'b11110010: RGZ=RGB-1;
			8'b11110011: RGZ=RGA*RGB;
			8'b11110100: RGZ=RGA&&RGB;
			8'b11110101: RGZ=RGA||RGB;
			8'b11110110: RGZ=!RGA;
			8'b11110111: RGZ=~RGA;
			8'b11111000: RGZ=RGA&RGB;
			8'b11111001: RGZ=RGA|RGB;
			8'b11111010: RGZ=RGA^RGB;
			8'b11111011: RGZ=RGA<<1;
			8'b11111100: RGZ=RGA>>1;
			8'b11111101: RGZ=RGA+1;
			8'b11111110: RGZ=RGA-1;
			8'b11111111: RGZ=RGA-1;
		endcase
		end
	end
endmodule
`timescale 1ns / 1ps
module bridge(A, B, Z);
	input [7:0]A,B;
	output[7:0]Z;
	wire [7:0]A,B,Z;
	assign Z = A | B;
endmodule
module protection( RST, CLK, ENA, RGA, RGB, RGZ, KEY);
	input RST, CLK, ENA;
	input [7:0]RGA,RGB;
	output [7:0]RGZ;
	input [1:0]KEY;
	reg [7:0]RGZ;
	reg [11:0]tmp;
	always @(posedge CLK) begin
	case(KEY)
		1'b0:if(RST) RGZ = 0;
		1'b1:begin
			if(RST) RGZ = 0;
			else RGZ[7:6] = RGZ[7:6] + 1;  
			if (RGZ[7:6] == 2'b11) begin   
				RGZ[2:0] = RGA;			    
				RGZ[5:3] = RGZ[5:3] + 1;    
				tmp[2:0] = RGZ[2:0];        
			end
			if (RGZ[7:6] == 2'b01) begin   
				tmp = tmp<<3;
			end
		end
	endcase
	end
endmodule
```

==> impl_metrics.tcl <==
# yosys + openroad results
set metrics [dict create \
    dp.cells 377 \
    port-buffer-count 31 \
    start_kind "input pin" \
    edf_count 8 \
    ctsRootBufferMaster "clkbuf_8" \
    synthSimpleGateAreaFrac_pct 31.5 \
    hpwlAfterDp_um 4370 \
    worstSetupPathType "in -> reg" \
    grt_util_all_layers_pct 17.6 \
    cts_setup_buffers 0 \
    crit_arrival_ns 5.06 \
    ys_area_um2 2040 \
    end_kind "flip-flop" \
    finalHoldViolCount 0 \
    antenna_cells 0 \
    fmax_mhz 202 \
    cts_tree "done" \
    ys_sh_xor_pct 6.44 \
    p_seq_share_pct 34.6 \
    hold_path.class "reg -> reg" \
    p_switching_w 0.000109 \
    fin_crit_ns 4.95 \
    p_sw_share_pct 33.4 \
    p_leak_nw 0.906 \
    vias 2137 \
    grt_pass1_vias 1980 \
    clk_pin_slew_ns 0.06 \
    cts_buffer_depth 2 \
    fin_skew_ns 0.00252 \
    grt_pass1_wl_um 9850 \
    aoi_share_pct 26.4 \
    p_clk_share_pct 21.3 \
    hold_slack_ns 0.606 \
    ys_cells 284 \
    grt_max_degree 31 \
    combPwrFrac_pct 44.1 \
    yosysUniqueCellTypes 58 \
    post-route-util_pct 37.7 \
    cts_sinks 16 \
    cp_max_fo 23 \
    warnings 26 \
    slowest_stage "clkdlybuf4s50_1" \
    antenna_found_initial 0 \
    htree_levels 1 \
    row_count 29 \
    hold_buffers 0 \
    die_area_um2 7140 \
    coreArea_um2 6460 \
    worstReg2RegStart "prot.RGZ[6]" \
    numSynthFlops 16 \
    drtPass1Iterations 20 \
    p_per_area_nw_per_um2 134 \
    crit_required_ns 6.92 \
    worstPathCellList "clkdlybuf4s50_1 > or2_0 > a21oi_1 > nor2_1 > a31oi_1 > or3_1 > ha_1 > o21a_1 > o211a_1 > or4_1 > a311oi_1 > nor2_1" \
    synthFlopType "edfxtp_1" \
    finalClockPeriodUsage_pct 72.8 \
    post_drt_wl_per_cell_um 15.4 \
    min_from "prot.RGZ[4]" \
    rsz0062_at_grt "no" \
    drt_iter0_drc 206 \
    ant_nets 0 \
    critPathMaxStageDelay_ns 0.98 \
    netlist.area_leader.share_pct 11.8 \
    maxCapViolCount 0 \
    critPathTopFamily "simple AND/OR/NAND/NOR gates" \
    drc 0 \
    avgSynthCellArea_um2 7.19 \
    finalNonFillerCells 381 \
    synth_area_um2 2040 \
    netlist_instances 284 \
    grt_overflow 0 \
    top_logic_kind "simple AND/OR/NAND/NOR gates" \
    routed_wl_um 5880 \
    slew_headroom_pct 47.6 \
    path_buffers 1 \
    syn_to_final_growth_pct 19.2 \
    synthArstFlopShare_pct 0 \
    ys_top_cells_by_area "edfxtp_1 12%, dfxtp_1 7.8%, a21oi_1 6.4%" \
    crit_start "OPT[1]" \
    cts_buffers 3 \
    die_w_um 84.5 \
    yosysWarnings 2 \
    finalSetupTns_ns 0 \
    internal_power_w 0.000217 \
    layout_top_cell "nor2_1" \
    post_cts_resized 0 \
    ir_drop_mv 0.0948 \
    status "finished, final reports clean" \
    insertion_delay_ns 0.24 \
    drive_above_1_share_pct 6.91 \
    worst_pin_slew_ns 0.783 \
    setup_viol 0 \
    synth_top_cell_by_area "edfxtp_1" \
    die_h_um 84.5 \
    maxSlewViolCount 0 \
    ys_sh_mux_pct 0.981 \
    gp_congestion 0.887 \
    via_per_inst 5.61 \
    final_cell_mix "32 x nor2_1, 31 x clkdlybuf4s50_1, 26 x a21oi_1" \
    cp_common_cell "nor2_1" \
    initial_utilization_pct 31.6 \
    synth.cellmix.adderShare_pct 9.07 \
    seq_area_frac_synth_pct 19.6 \
    ioPinCount 33 \
]
==> synthesized netlist by cell type (5+ instances only) <==
cell type / number
xor2_1: 7
xnor2_1: 8
inv_1: 11
ha_1: 10
nor3_1: 14
buf_2: 6
nand2_1: 22
clkbuf_1: 7
nand3_1: 8
dfxtp_1: 8
a21oi_1: 26
edfxtp_1: 8
o22ai_1: 7
a22oi_1: 6
or2_2: 9
nor3b_1: 5
o21ai_0: 15
nand2b_1: 6
nor2_1: 32
nor2b_1: 7
and2_1: 5
==> tightest hold or removal path, delay by kind of cell (launching register included) <==
family / cells / cell delay (ns)
DFF: 1 / 0.35
muxes: 1 / 0.07
and+or+nand+nor: 1 / 0.08
==> final timing paths <==
| kind | depth (start not counted) | slack, ns | endpoint |
|---|---|---|---|
| hold reg to reg | 2 | 0.61 | prot.RGZ[4] |
| hold / removal | 2 | 0.61 | prot.RGZ[4] |
| setup / recovery | 12 | 1.85 | aluj.RGZ[5] |
| setup reg to reg | 3 | 5.30 | prot.RGZ[2] |
==> final cells by class <==
type,count,area (um2)
sequential,16,400
tap,77,96.3
inverter,11,41.3
fill,697,4030
timing repair buffer,34,333
clock inverter,1,3.75
clock buffer,3,41.3
multi-input combinational,239,1520
==> per-layer routing <==
metal | vias to the layer above | track usage (%) | share of wire [%]
met2 | 72 | 26.5 | 45
met4 | 0 | 4.47 | 1.3
met1 | 984 | 27.2 | 48
li1 | 1073 | - | -
met5 | - | 0 | 0
met3 | 8 | 2.19 | 6.1
==> metrics by stage <==
stage                     area, um2  setup WS [ns]  total power (W)
final                          2430           1.85         0.000327
after global routing           2430           1.67         0.000353
after CTS                      2430           1.90         0.000329
after detailed placement       2390           1.66         0.000258
after global placement         2390           1.70         0.000257
after floorplan                2040           2.66         0.000207
==> cells by family (layout without fill, tap and decap cells) <==
family | Yosys count | after routing
flip-flops | 16 | 16
AND/OR/NAND/NOR | 125 | 125
XOR/XNOR | 15 | 15
multiplexers | 2 | 2
adder cells (fa/ha/maj) | 15 | 15
AND-OR/OR-AND | 82 | 82
buffers and inverters | 29 | 49
==> power groups by stage <==
stage / Sequential, W / Combinational [W] / Clock (W)
5_1_grt: 0.000114 / 0.000161 / 0.0000785
4_1_cts: 0.000113 / 0.000144 / 0.0000727
6_report: 0.000113 / 0.000144 / 0.0000696
==> state kept, by name, indices dropped and copies added, names as in the netlist <==
name,count
aluj.RGZ,8
prot.RGZ,8
Power and IR drop assume default switching activity.
