===== flow/run.sh =====
#!/bin/bash
# OpenROAD 26Q1-2900-gdf79404cd8, Yosys 0.63+post, stock flow scripts
make -C /OpenROAD-flow-scripts/flow DESIGN_CONFIG=/design/flow/config.mk WORK_HOME=/design/flow/orfs finish

===== flow/config.mk =====
export PLATFORM = sky130hd
export DESIGN_NAME = alucontrol
export DESIGN_NICKNAME = alucontrol
export VERILOG_FILES = /design/flow/design.v
export SDC_FILE = /design/flow/constraint.sdc
export NUM_CORES = 4
export LEC_CHECK = 1
export CORE_AREA = 10 10 70 70
export DIE_AREA = 0 0 80 80

===== flow/constraint.sdc =====
current_design alucontrol

set clk_period 1.1
set clk_io_pct 0.2

create_clock -name clk0 -period $clk_period

set non_clock_inputs [all_inputs -no_clocks]
set_input_delay [expr $clk_period * $clk_io_pct] -clock clk0 $non_clock_inputs
set_output_delay [expr $clk_period * $clk_io_pct] -clock clk0 [all_outputs]

===== flow/design.v =====
`timescale 1ns / 1ps
module alucontrol(input [1:0] aluop,  
                  input [5:0] funct,  
                  output reg [2:0] alucontrol  
                  );
   parameter ADD = 6'b100000;
   parameter SUB = 6'b100010;
   parameter AND = 6'b100100;
   parameter OR  = 6'b100101;
   parameter SLT = 6'b101010;
   always @(*)
     case (aluop) // synopsys full_case
       2'b00: alucontrol = 3'b010;  
       2'b01: alucontrol = 3'b110;  
       2'b10: case (funct) // synopsys full_case
                ADD: alucontrol = 3'b010;  
                SUB: alucontrol = 3'b110;  
                AND: alucontrol = 3'b000;  
                OR:  alucontrol = 3'b001;  
                SLT: alucontrol = 3'b111;  
              endcase  
     endcase  
endmodule  

==> reports/results.tsv <==
stage	metric	value	unit
pwr	p_comb_share	100.0	%
floorplan	floorplan.die.height	80	um
layout	seqCellArea	0	sq um
timing	final-max-slew-violation-count	0	
worst_setup_path	critPathRequiredTime	880	ps
layout	final_common_cell	sky130_fd_sc_hd__buf_4	
pwr	sw_frac_of_total	37.0	%
synthesis	netlist.top_cell.by_area	sky130_fd_sc_hd__ha_1	
detailed_routing	route.final.wire_length	595	um
floorplan	io_pins	11	
grt	global_route.peak_usage_layer	met1	
detailed_routing	vias_per_cell	2.17	
detailed_routing	antenna_cells_inserted	0	
worst_setup_path	worstSetupEndpointType	output port	
synthesis	syn-mean-instance-area	7.92	sq um
pwr	powerDensity	272	nW/um^2
synthesis	synth.top_cell.area_share	21.1	%
floorplan	chip_area	6400	sq um
outcome	outcome	finished with violations	
synthesis	instance_count_of_the_mapped_netlist	15	
floorplan	row_count	21	
grt	grt_use_met2	2.17	%
detailed_routing	post-route-drc-count	0	
worst_hold_path	timing.hold.worst.class	primary input to output port	
synthesis	yosysWarningCount	2	
timing	setup_violations	3	
synthesis	synthTopCellsByArea	sky130_fd_sc_hd__ha_1 (21%), sky130_fd_sc_hd__nand4bb_1 (19%), sky130_fd_sc_hd__nand4bb_2 (14%)	
pwr	total_power	94.4	uW
timing	layout_min_cycle_time	1330	ps
grt	first_global_vias	167	
timing	hold_violations	0	
timing	final.period_utilization	121	%
pwr	power_frac_seq	0	%
layout	final_layout_top_logic_cells	sky130_fd_sc_hd__buf_4 (4), sky130_fd_sc_hd__clkdlybuf4s15_1 (3), sky130_fd_sc_hd__buf_2 (3)	
outcome	violated_checks	setup timing	
job	drv.max_cap_violation_count	0	
timing	max_freq	751	MHz
floorplan	core-area	3420	sq um
pwr	power.clock.fraction	0	%
synthesis	seq_area_frac_synth	0	%
synthesis	synth-cells-yosys	15	
synthesis	yosys.stat.chipArea	119	sq um
worst_setup_path	start_kind	primary input	
placement	gp_congestion	0.600	
detailed_routing	drtPass1Iterations	3	
pwr	leakage	0.125	nW
layout	drive_gt1_share	64.5	%
grt	gr-total-overflow	0	
layout	layout.cell_area.non_filler	347	sq um
placement	dpl.hpwl	507	um
floorplan	initCoreUtil	3.48	%
timing	tightestPinTransition	206	ps
synthesis	syn-cell-area	119	sq um
timing	grt_setup_unrepaired	true	
detailed_routing	detail_route.wl_per_cell	7.73	um
pwr	max-vdd-ir-drop	0.0388	mV
placement	placed_instance_area	309	sq um
worst_setup_path	crit_fanout	2	
detailed_routing	drt.antenna.violating_nets	0	
pwr	switching_power	35.0	uW
layout	area_delta_synth_final	192	%
synthesis	ys_types	11	
grt	grt_first_pass_wirelength	897	um
layout	post_layout_utilization_of_the_core	10.1	%
detailed_routing	vias	167	
grt	initial_antenna_violation_count	0	
placement	numPortBuffers	11	
layout	layout.clock_buffers	0	
grt	groute.layer.met1.usage	2.64	%
timing	worst_slew_margin_rel	86.3	%
worst_setup_path	cp.arrival	1110	ps
timing	finalSetupTns	-539	ps
pwr	power_report.internal_total	59.4	uW
detailed_routing	dr.first_iter.drc_count	21	
grt	grt_util_all_layers	1.73	%
job	log.warning_count	35	
floorplan	floorplan.die.width	80	um
grt	globalRouteMet3Util	0.909	%
grt	grt_max_degree	5	
worst_setup_path	crit_type	primary input to output port	
clocking	cts.hold.buffers_added	0	
layout	flops	0	
timing	min_setup_slack_post_route	-231	ps
final cells by class:
type               instances  area [sq um]
multi-input cells         12           144
inverters                  3          13.8
fillers                  404          3070
repair buffers            16           131
well taps                 46          57.6
timing repair:
| item | 4_1_cts | 5_1_grt |
|---|---|---|
| endpoints found under the setup margin | 3 | 3 |
| resized | 38 | 5 |
| setup buffers | 2 | 0 |
| pin swaps | 6 | 3 |
critical path, cell delays in order:
cell                        delay [ps]
sky130_fd_sc_hd__buf_8             100
sky130_fd_sc_hd__inv_4              40
sky130_fd_sc_hd__ha_4              190
sky130_fd_sc_hd__nand4bb_1         200
sky130_fd_sc_hd__buf_4             160
sky130_fd_sc_hd__o22ai_2            90
sky130_fd_sc_hd__buf_2             120
kinds of logic (layout without fill, tap and decap cells):
family                   after synthesis  in the layout  synth area share [%]
buffers and inverters                  3             19                  9.47
AND/OR/NAND/NOR                        7              7                  54.7
AND-OR/OR-AND                          3              3                  14.7
adder cells (fa/ha/maj)                2              2                  21.0
power by group through the flow:
stage	registers (mW)	clock network [mW]	logic (mW)
final	0	0	0.0944
after global routing	0	0	0.103
after CTS	0	0	0.0948
path summary, 6_finish.rpt:
kind	from	endpoint	slack (ps)	cells after the start
setup / recovery	aluop[0]	alucontrol[2]	-230	7
hold / removal	funct[1]	alucontrol[0]	820	4
Yosys cell counts:
| library cell | count |
|---|---|
| sky130_fd_sc_hd__nor3_1 | 1 |
| sky130_fd_sc_hd__nor4b_1 | 1 |
| sky130_fd_sc_hd__ha_1 | 2 |
| sky130_fd_sc_hd__a21oi_1 | 1 |
| sky130_fd_sc_hd__inv_1 | 3 |
| sky130_fd_sc_hd__nor2_1 | 1 |
| sky130_fd_sc_hd__o22ai_1 | 1 |
| sky130_fd_sc_hd__a31oi_1 | 1 |
| sky130_fd_sc_hd__nand4bb_1 | 2 |
| sky130_fd_sc_hd__or3b_1 | 1 |
| sky130_fd_sc_hd__nand4bb_2 | 1 |
per-layer routing:
| metal | share of wire [%] | wire length, um | vias up |
|---|---|---|---|
| li1 | - | - | 90 |
| met1 | 53 | 316 | 70 |
| met2 | 34 | 202 | 7 |
| met3 | 13 | 76 | 0 |
| met4 | 0 | 0 | 0 |
| met5 | 0 | 0 | - |
metrics by stage:
stage                     instances  hold WS [ps]  worst slack (ps)
after floorplan                  15           471              32.3
after global placement           75          1470             -1040
after detailed placement         75          1480             -1070
after CTS                        77           913              -220
after global routing             77           862              -277
final                            77           817              -231
Power is estimated from default activity; no workload was simulated.
